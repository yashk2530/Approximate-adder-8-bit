==> /design/flow/design.v <==
module CLA_4bit(
    input [3:0]  i_add1,
   input [3:0]  i_add2,
   input carryin,
    output [3:0] o_result,
    output coutf,
    output [4:0] o_result_f
   );
  wire [4:0]    w_C;
  wire [3:0]    w_G, w_P, w_SUM;
  full_adder full_adder_bit_0
    ( 
      .i_bit1(i_add1[0]),
      .i_bit2(i_add2[0]),
      .i_carry(w_C[0]),
      .o_sum(w_SUM[0]),
      .o_carry()
      );
  full_adder full_adder_bit_1
    ( 
      .i_bit1(i_add1[1]),
      .i_bit2(i_add2[1]),
      .i_carry(w_C[1]),
      .o_sum(w_SUM[1]),
      .o_carry()
      );
  full_adder full_adder_bit_2
    ( 
      .i_bit1(i_add1[2]),
      .i_bit2(i_add2[2]),
      .i_carry(w_C[2]),
      .o_sum(w_SUM[2]),
      .o_carry()
      );
  full_adder full_adder_bit_3
    ( 
      .i_bit1(i_add1[3]),
      .i_bit2(i_add2[3]),
      .i_carry(w_C[3]),
      .o_sum(w_SUM[3]),
      .o_carry()
      );
  assign w_G[0] = i_add1[0] & i_add2[0];
  assign w_G[1] = i_add1[1] & i_add2[1];
  assign w_G[2] = i_add1[2] & i_add2[2];
  assign w_G[3] = i_add1[3] & i_add2[3];
  assign w_P[0] = i_add1[0] | i_add2[0];
  assign w_P[1] = i_add1[1] | i_add2[1];
  assign w_P[2] = i_add1[2] | i_add2[2];
  assign w_P[3] = i_add1[3] | i_add2[3];
  assign w_C[0] = carryin;  
  assign w_C[1] = w_G[0] | (w_P[0] & w_C[0]);
  assign w_C[2] = w_G[1] | (w_P[1] & w_C[1]);
  assign w_C[3] = w_G[2] | (w_P[2] & w_C[2]);
  assign w_C[4] = w_G[3] | (w_P[3] & w_C[3]);
 assign o_result[3:0] =  w_SUM[3:0];
 assign o_result_f = {w_C[4], w_SUM};    
 assign coutf = w_C[4];
endmodule  
`timescale 1ns / 1ps
module finaladder(
input [7:0] A,B,
output [7:0]sum,
output [8:0]sumc,
output coutf1
    );
    assign sumc[3:0]= sum[3:0];
     wire carry1, carry2;
 CLA_4bit msb(
 .i_add1(A[7:4]),  .i_add2(B[7:4]), .carryin(carry1),  .o_result(sum[7:4]), .coutf(coutf1), .o_result_f(sumc[8:4])  );
 lsb67 lsb1( .A(A[3:2]),  .B(B[3:2]),  .CIN1(carry2), .S(sum[3:2]),  .CIN2(carry1)
 ); 
 lsb45 lsb2(
    .A(A[1:0]),
    .B(B[1:0]),
    .S(sum[1:0]),
    .CIN1(carry2)
    );  
endmodule
module full_adder 
  (
   i_bit1,
   i_bit2,
   i_carry,
   o_sum,
   o_carry
   );
  input  i_bit1;
  input  i_bit2;
  input  i_carry;
  output o_sum;
  output o_carry;
  wire   w_WIRE_1;
  wire   w_WIRE_2;
  wire   w_WIRE_3;
  assign w_WIRE_1 = i_bit1 ^ i_bit2;
  assign w_WIRE_2 = w_WIRE_1 & i_carry;
  assign w_WIRE_3 = i_bit1 & i_bit2;
  assign o_sum   = w_WIRE_1 ^ i_carry;
  assign o_carry = w_WIRE_2 | w_WIRE_3;
endmodule 
`timescale 1ns / 1ps
module lsb45(
    input [1:0]A,
    input [1:0]B,
    output [1:0]S,
    output  CIN1
    );
  assign S[0] = ~(A[0]&B[0]);
  assign S[1] = ~(A[1]&B[1]);
  assign CIN1 = ((A[0]&A[1])|(B[0]&B[1]));
endmodule
module lsb67(
    input [1:0] A,
    input [1:0] B,
    input CIN1,
    output [1:0] S,
    output CIN2
    );
    wire CIN_wire;
    assign S[0] = (CIN1 == 0) ? ~(A[0] & B[0]) : (A[0] & B[0]);
    assign S[1] = (CIN1 == 0) ? ~(A[1] & B[1]) : (A[1] & B[1]);
    assign CIN_wire = (CIN1 == 0) ? ((A[0] & A[1]) | (B[0] & B[1])) : ((A[0] & A[1]) | (B[0] & B[1]));
    assign CIN2 = CIN_wire | CIN1;
endmodule
==> /design/flow/run.sh <==
#!/bin/bash
# OpenROAD 26Q1-2900-gdf79404cd8, Yosys 0.63+post, stock flow scripts
make -C /OpenROAD-flow-scripts/flow DESIGN_CONFIG=/design/flow/config.mk WORK_HOME=/design/flow/orfs finish
==> /design/flow/config.mk <==
export PLATFORM = sky130hd
export DESIGN_NAME = finaladder
export DESIGN_NICKNAME = finaladder
export VERILOG_FILES = /design/flow/design.v
export SDC_FILE = /design/flow/constraint.sdc
export NUM_CORES = 4
export LEC_CHECK = 1
export CORE_AREA = 10 10 70 70
export DIE_AREA = 0 0 80 80
==> /design/flow/constraint.sdc <==
current_design finaladder

set clk_period 3.1
set clk_io_pct 0.2

create_clock -name clk0 -period $clk_period

set non_clock_inputs [all_inputs -no_clocks]
set_input_delay [expr $clk_period * $clk_io_pct] -clock clk0 $non_clock_inputs
set_output_delay [expr $clk_period * $clk_io_pct] -clock clk0 [all_outputs]
==> impl_metrics.json <==
{
  "max_cap_violations": 0,
  "final-setup-viol-count": 2,
  "cts_setup_buffers": 0,
  "crit_path_start_kind": "primary input",
  "path_class": "primary input to output pin",
  "drc_errors": 0,
  "grt_max_degree": 3,
  "grt_pass1_vias": 292,
  "n_sequential_cell": 0,
  "rsz0062_at_grt": "yes",
  "areaGrowthSynthToFinish_pct": 103.8,
  "n_antenna_cell": 0,
  "clkbuf_count": 0,
  "routed_via_density": 2.737,
  "route.detailed.wl_per_inst_um": 8.990,
  "finalCriticalPeriod_ns": 3.258,
  "timing.final.crit_share": 1.051,
  "fp.dieH_um": 80,
  "hold_path_class": "primary input to output pin",
  "area_leaders": "buf_4 37%, fa_1 31%, a22oi_4 8.1%",
  "num_io_pins": 34,
  "cp.arrival_ns": 2.64,
  "synth_cell_types": 7,
  "grt_use_total": 0.02321,
  "drt_iter0_drc": 0,
  "ant_nets": 0,
  "die-width_um": 80,
  "design.core.area_um2": 3416,
  "placed_area_um2": 576.8,
  "fin_cells": 99,
  "synth_cells": 31,
  "synth_stat.cells": 31,
  "dp_hpwl_um": 869.1,
  "ys_seq_frac": 0,
  "fp_util": 0.07656,
  "finalHoldViolCount": 0,
  "slew_headroom": 0.8859,
  "path_max_fanout": 2,
  "p_per_area_nw_per_um2": 183.4,
  "synthesis.area_um2": 261.5,
  "final.setup.tns_ns": -0.3153,
  "drive_gt1_frac": 0.4717,
  "dp.cells": 99,
  "die_area_um2": 6400,
  "final_max_slew_viol_count": 0,
  "seqCellArea_um2": 0,
  "holdWs_ns": 1.779,
  "tightest_slew_ns": 0.1699,
  "violations": "setup timing",
  "tool_warnings": 35,
  "port_buffers": 34,
  "gp_congestion": 0.7628,
  "vdd_drop_max_mv": 0.04487,
  "synth.cells.most_frequent": "13 x buf_4, 5 x inv_1, 5 x nand2_1",
  "drt-total-wl_um": 890,
  "fin_area_um2": 533.0,
  "crit_required_ns": 2.48,
  "synth_warnings": 0,
  "synth_area_per_cell_um2": 8.436,
  "status": "complete, but fails checks",
  "cp-end-kind": "output pin",
  "gr-total-overflow": 0,
  "yosys_area_um2": 261.5,
  "yosysTopAreaCell": "buf_4",
  "max_freq_mhz": 307.0,
  "row_count": 21,
  "grt_pass1_wl_um": 1235,
  "setup_ws_ns": -0.1577,
  "antenna_found_initial": 0,
  "vias": 271,
  "place_ws_ns": -0.9726,
  "synth_top_area_share": 0.3732,
  "yosys.cell_count.top_type": "buf_4",
  "drt_pass1_iterations": 1,
  "power.leakage_nw": 0.2305
}
-- worst max-delay path: stages --
cell	delay, ns
buf_6	0.10
a22oi_4	0.18
nand2_2	0.07
fa_2	0.35
fa_2	0.35
fa_2	0.34
inv_2	0.06
fa_2	0.42
inv_2	0.07
buf_2	0.08
-- power by group --
group	internal, mW	total (mW)	switching, mW	leakage (nW)
combinational	0.0696	0.0977	0.0282	0.230
sequential	0	0	0	0
clock	0	0	0	0
-- area by class of cell --
| cell class | count | area, µm² |
|---|---|---|
| multi-input combinational | 13 | 162.7 |
| fill | 384 | 2883 |
| inverter | 5 | 18.77 |
| tap | 46 | 57.56 |
| timing repair buffer | 35 | 294.0 |
-- timing repair --
item                                    4_1_cts  5_1_grt
endpoints found under the setup margin        8        4
hold buffers                                  0        0
gates resized                                60        1
gates cloned                                  0        0
pin swaps                                     7        7
-- per-layer routing --
metal | wire [µm] | track usage | vias to the layer above
met2 | 203 | 0.02568 | 34
met3 | 276 | 0.01932 | 0
met1 | 410 | 0.03411 | 113
met5 | 0 | 0 | -
met4 | 0 | 0 | 0
li1 | - | - | 124
-- metrics by stage --
stage               utilization  total power [mW]
global route             0.1560            0.1077
floorplan                     -           0.05267
detailed placement       0.1689            0.1134
finish                   0.1560           0.09773
CTS                      0.1542            0.1008
global placement         0.1689            0.1148
-- layout by cell type, fill, tap and decap left out --
| cell type | n |
|---|---|
| buf_2 | 11 |
| a22oi_2 | 1 |
| clkdlybuf4s50_1 | 18 |
| inv_2 | 3 |
| nand2_2 | 1 |
| fa_2 | 4 |
| nand2_1 | 4 |
| buf_6 | 3 |
| buf_4 | 1 |
| dlygate4sd2_1 | 2 |
| inv_1 | 2 |
| xnor2_1 | 2 |
| a22oi_4 | 1 |
-- final timing paths --
kind / from / endpoint / slack, ns / depth (start not counted)
worst max-delay path: A[0] / sumc[7] / -0.16 / 10
worst min-delay path: A[0] / sum[0] / 1.78 / 3
-- kinds of logic after synthesis --
| group | after synthesis | share of synthesized area |
|---|---|---|
| buffers and inverters | 18 | 0.4450 |
| AND-OR/OR-AND | 2 | 0.1101 |
| adder cells (fa/ha/maj) | 4 | 0.3062 |
| AND/OR/NAND/NOR | 5 | 0.07178 |
| XOR/XNOR | 2 | 0.06700 |
Power figures rest on the tool's default switching activity, not on a simulated workload.
