<file path="./design.v">
`timescale 1ns / 1ps
module adder(
input [7:0]a,
input [7:0]b,
input clk,
output reg [8:0]sum
    );
    always@(posedge clk) begin 
     sum = a+b;
    end
endmodule
</file>
<file path="./run.sh">
#!/bin/bash
# OpenROAD 26Q1-2900-gdf79404cd8, Yosys 0.63+post, stock flow scripts
make -C /OpenROAD-flow-scripts/flow DESIGN_CONFIG=/design/flow/config.mk WORK_HOME=/design/flow/orfs finish
</file>
<file path="./config.mk">
export PLATFORM = sky130hd
export DESIGN_NAME = adder
export DESIGN_NICKNAME = adder
export VERILOG_FILES = /design/flow/design.v
export SDC_FILE = /design/flow/constraint.sdc
export NUM_CORES = 4
export LEC_CHECK = 1
export CORE_AREA = 10 10 70 70
export DIE_AREA = 0 0 80 80
</file>
<file path="./constraint.sdc">
current_design adder

set clk_period 6.7
set clk_io_pct 0.2

create_clock -name clk0 -period $clk_period [get_ports {clk}]

set non_clock_inputs [all_inputs -no_clocks]
set_input_delay [expr $clk_period * $clk_io_pct] -clock clk0 $non_clock_inputs
set_output_delay [expr $clk_period * $clk_io_pct] -clock clk0 [all_outputs]
</file>
==> impl_summary.log <==
[flow] collecting metrics
INFO  metric cts-buffers-inserted = 3
INFO  metric setup_total_negative_slack = 0 ns
INFO  metric grt-ovfl-total = 0
INFO  metric final.period_utilization = 40.9%
INFO  metric detail_route.wl_per_cell = 9.99 microns
INFO  metric syn2layout_area_growth = 66.3%
INFO  metric first_global_vias = 431
INFO  metric synth.yosys.seq_area_share = 35.7%
INFO  metric mappedNetlistArea = between 500 and 600 sq um
INFO  metric clk_transition_reported_paths = roughly 0.06 ns
INFO  metric worstPathRequired = 6.85 ns
INFO  metric totalPowerFinal = between 150 and 200 uW
INFO  metric ys_sh_xor = 6.95%
INFO  metric synthesis.instances = 51
INFO  metric filler_cell_count = 392
INFO  metric p_switching = around 39 uW
INFO  metric warning_count = 25
INFO  metric routed-via-count = about 460
INFO  metric post-cts-setup-buffers = 0
INFO  metric crit_path_start_kind = primary input
INFO  metric io_pins = 26
INFO  metric remaining_drc_errors = 0
INFO  metric pre_cts_ws = 3.69 ns
INFO  metric place.port_buffers = 25
INFO  metric ratio_of_cells_with_drive_above_1_in_the_final_layout = 5.00%
INFO  metric peak_per_stage_delay_on_the_critical_path = 0.41 ns
INFO  metric root_buffer = sky130_fd_sc_hd__clkbuf_4
INFO  metric worstPathCellList = clkdlybuf4s50_1 > ha_1 > fa_1 > a21oi_1 > nor2_1 > nor2_1 > o21ai_0
INFO  metric p_int = 123 uW
INFO  metric top_logic_cell_family_in_the_synthesized_netlist = adder cells
INFO  metric sequentialPowerShare = 40.7%
INFO  metric first_iter_violations = 2
INFO  metric placed_cell_areas = between 800 and 900 sq um
INFO  metric largest_net_degree_at_the_start_of_global_routing = 7
INFO  metric synthesis.yosys.warnings = 1
INFO  metric cts_tree = built
INFO  metric floorplan.die.height = 80 microns
INFO  metric synth-edff-count = 0
INFO  metric die_size = 6400 sq um
INFO  metric synth.yosys.num_cells = 51
INFO  metric h-tree-depth = 1
INFO  metric final_max_slew_viols = 0
INFO  metric flop_cell = sky130_fd_sc_hd__dfxtp_1
INFO  metric detail_route.antenna_diodes = 0
INFO  metric min-delay-path-class = primary input to flip-flop
INFO  metric drv.max_cap_violation_count = 0
INFO  metric fa_ha_area_share = 23.8%
INFO  metric postSynthAreaPerCell = a little under 10 sq um
INFO  metric die.size.x = 80 microns
INFO  metric min_period = about 2.7 ns
INFO  metric status = complete, no violations
INFO  metric critical_path.slowest_cell = sky130_fd_sc_hd__clkdlybuf4s50_1
INFO  metric routabilityCongestion = 0.759
INFO  metric irDropWorstVdd = 0.0534 mV
INFO  metric dp_hpwl = 1130 microns
INFO  metric synthDistinctLibCells = 21
INFO  metric avgViaCountPerCell = 3.68
INFO  metric dr.pass1.iters = 4
INFO  metric worst-endpoint-arrival = 2.89 ns
INFO  metric largest_reg_flops = 9
INFO  metric clkPwrFrac = between 20% and 30%
INFO  metric synth-simple-area-share = 11.4%
INFO  metric critPathKind = primary input to flip-flop
INFO  metric numClockSinks = 9
INFO  metric finalSetupViolations = 0
INFO  metric finalHoldViolations = 0
INFO  metric row_count = 21
INFO  metric design.core.area = 3420 sq um
INFO  metric cpMostUsedCell = sky130_fd_sc_hd__nor2_1
INFO  metric ant_nets = 0
INFO  metric groute.usage.overall = 3.98%
INFO  metric common_cells = sky130_fd_sc_hd__dfxtp_1, sky130_fd_sc_hd__ha_1, sky130_fd_sc_hd__a21oi_1, sky130_fd_sc_hd__nand2_1
INFO  metric finish.utilization = 24.5%
INFO  metric synthArstFlopShare = 0%
INFO  metric crit_path_max_fanout = 2
INFO  metric largest_area_cell = sky130_fd_sc_hd__dfxtp_1
INFO  metric worstPathBufferInverterCount = 1
INFO  metric synthMuxAreaShare = roughly 2%
INFO  metric cts-hold-fix-buffers = 0
INFO  metric worst_path_dominant_cell_family = adder cells
INFO  metric synth_flop_count = 9
INFO  metric design_area = 838 sq um
INFO  metric worstSetupEndpointType = flip-flop
INFO  metric post-synth-top-count-cell = sky130_fd_sc_hd__dfxtp_1
INFO  metric initial_antenna_violation_count = 0
INFO  metric p_comb_share = 33.8%
INFO  metric max_slew_margin = 76.4%
INFO  metric layout_setup_ws = 3.96 ns
INFO  metric synth.top_cells.by_area = sky130_fd_sc_hd__dfxtp_1, sky130_fd_sc_hd__ha_1, sky130_fd_sc_hd__a21oi_1
INFO  metric switching_share = 24.0%
INFO  metric cts_max_path_buffers = 2
INFO  metric worst_slew_pin_slew = 0.345 ns
INFO  metric top_area_share = 35.7%
INFO  metric drt-total-wl = 1260 microns
INFO  metric cts-resized-gates = 0
INFO  metric yosys-stat-area = approximately 500 sq um
INFO  metric floorplan.initialDensity = between 10% and 20%
INFO  metric p_leak = 0.000346 uW
INFO  metric rsz_0062_raised_after_global_routing = false
INFO  metric clock.fmax = 365 MHz
INFO  metric grt_pass1_wl = between 2000 and 2500 microns
INFO  metric power_per_cell_area = 193 nW/um^2
INFO  metric complex_gates_by_area = 17.9%
## worst paths after layout
path  startpoint     end  slack, ns  depth (start not counted)
max         a[0]  sum[8]       3.96                          7
min         b[0]  sum[0]       1.69                          2
## layer usage
metal | wire length (microns) | track usage, % | vias up | part of all wire, %
li1 | - | - | 245 | -
met1 | 532 | 4.65 | 193 | 42
met2 | 512 | 5.62 | 24 | 41
met3 | 202 | 3.30 | 2 | 16
met4 | 12 | 0.528 | 0 | 0.95
met5 | 0 | 0 | - | 0
## through the flow
| stage | cells | hold slack (ns) |
|---|---|---|
| floorplan | 51 | 1.46 |
| global placement | 122 | 1.95 |
| detailed placement | 122 | 1.94 |
| CTS | 126 | 1.68 |
| global route | 126 | 1.69 |
| finish | 126 | 1.69 |
## cells in the final DEF, fill, tap and decap left out
master / instances
sky130_fd_sc_hd__a21oi_1: 5
sky130_fd_sc_hd__nor2_1: 2
sky130_fd_sc_hd__o21ai_0: 1
sky130_fd_sc_hd__inv_2: 1
sky130_fd_sc_hd__a21o_1: 2
sky130_fd_sc_hd__mux2i_1: 1
sky130_fd_sc_hd__a2111oi_0: 1
sky130_fd_sc_hd__a311o_1: 2
sky130_fd_sc_hd__nand3_1: 2
sky130_fd_sc_hd__clkdlybuf4s50_1: 25
sky130_fd_sc_hd__clkbuf_1: 1
sky130_fd_sc_hd__nand2_1: 3
sky130_fd_sc_hd__xnor2_1: 2
sky130_fd_sc_hd__clkbuf_4: 3
sky130_fd_sc_hd__dfxtp_1: 9
sky130_fd_sc_hd__fa_1: 1
sky130_fd_sc_hd__nor2b_1: 2
sky130_fd_sc_hd__a221oi_1: 1
sky130_fd_sc_hd__nor4_1: 1
sky130_fd_sc_hd__ha_1: 8
sky130_fd_sc_hd__xor2_1: 2
sky130_fd_sc_hd__inv_1: 2
sky130_fd_sc_hd__o21bai_1: 1
sky130_fd_sc_hd__nor3_1: 2
## logic make-up after synthesis
logic type,count (synthesis)
compound gates,13
simple gates,12
fa+ha+maj,9
flops,9
xor+xnor,4
buf+inv,3
mux,1
## power by group through the flow
stage         clock network (uW)  registers [uW]  logic [uW]
finish                      41.3            65.6        54.5
global route                47.4            66.9        60.8
CTS                         44.0            65.8        56.0
## area by class of cell
class	instances	area, sq um	share of cell area, %
flip-flops and latches	9	180	21.5
well taps	46	57.6	6.87
repair buffers	25	250	29.9
inverters	3	11.3	1.34
multi-input cells	39	313	37.3
clock buffers	4	26.3	3.13
Power is estimated from default activity; no workload was simulated.
